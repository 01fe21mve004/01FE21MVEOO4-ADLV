--- design/flow/design.v ---
interface intf(input logic clk,reset);
  logic valid;
  logic [3:0]a;
  logic [3:0]b;
  logic [6:0]c;
endinterface
module adder(clk,reset,a,b,valid,c);
  input [3:0] a,b;
  input clk,reset;
  input valid;
  output reg [6:0] c;
  always @(posedge clk)
    begin
      if(reset) begin
        c = 6'b0;
      end
      else begin
        c = a + b;
      end
    end
endmodule
--- design/flow/run.sh ---
#!/bin/bash
# OpenROAD 26Q1-2900-gdf79404cd8, Yosys 0.63+post, stock flow scripts
make -C /OpenROAD-flow-scripts/flow DESIGN_CONFIG=/design/flow/config.mk WORK_HOME=/design/flow/orfs finish
--- design/flow/config.mk ---
export PLATFORM = sky130hd
export DESIGN_NAME = adder
export DESIGN_NICKNAME = adder
export VERILOG_FILES = /design/flow/design.v
export SDC_FILE = /design/flow/constraint.sdc
export NUM_CORES = 4
export LEC_CHECK = 1
export CORE_AREA = 10 10 70 70
export DIE_AREA = 0 0 80 80
--- design/flow/constraint.sdc ---
current_design adder

set clk_period 1.9
set clk_io_pct 0.2

create_clock -name clk0 -period $clk_period [get_ports {clk}]

set non_clock_inputs [all_inputs -no_clocks]
set_input_delay [expr $clk_period * $clk_io_pct] -clock clk0 $non_clock_inputs
set_output_delay [expr $clk_period * $clk_io_pct] -clock clk0 [all_outputs]
==> results.json <==
{
  "grt_pass1_vias": 248,
  "power_frac_comb_pct": 23.0,
  "largest_area_cell": "dfxtp_1",
  "routed_wl_um": 673,
  "syn_area_um2": 279,
  "ys_area_um2": 279,
  "cp_cell_sequence": "clkdlybuf4s50_1, ha_1, inv_1, fa_1, nor2b_1, o21ai_0, a21oi_1",
  "dp_hpwl_um": 624,
  "final_hold_viol_count": 0,
  "ctsHoldBuffers": 0,
  "outcome": "finished clean",
  "dr.pass1.iters": 3,
  "whs_path_depth": 2,
  "syn_inst": 29,
  "rows": 21,
  "start_kind": "input pin",
  "top_cells_by_count": "dfxtp_1, ha_1, inv_1, nor2b_1",
  "floorplan.core_util_pct": 8.17,
  "pwr-share-seq_pct": 38.5,
  "clockPowerShare_pct": 38.5,
  "grt_overflow": 0,
  "port_buffers": 14,
  "dieArea_um2": 6400,
  "clk_pin_slew_ns": 0.04,
  "finalClockPeriodUsage_pct": 86.7,
  "cts_tree": "yes",
  "htree_levels": 1,
  "drt.antenna.violating_nets": 0,
  "cts_buffers": 3,
  "via_count": 238,
  "fmax_ghz": 0.607,
  "cp_slowest_stage_delay_ns": 0.46,
  "hold_ws_ns": 0.805,
  "dr.first_iter.drc_count": 3,
  "coreArea_um2": 3420,
  "crit_family": "adder cells",
  "area_growth_pct": 76.2,
  "yosys_warnings": 1,
  "finalCriticalPeriod_ns": 1.65,
  "edf_count": 0,
  "synthDistinctLibCells": 14,
  "synth_area_per_cell_um2": 9.62,
  "grt_setup_unrepaired": "false",
  "flop_cell": "dfxtp_1",
  "ir_drop_mv": 0.0865,
  "largest_register_ffs": 5,
  "cap_violations": 0,
  "grt_pass1_wl_um": 1080,
  "grt_max_degree": 7,
  "clockRootBuffer": "clkbuf_4",
  "antenna_cells": 0,
  "viasPerCell": 2.59,
  "worst_setup_path_end_kind": "register",
  "num_io_pins": 18,
  "cts_resized": 0,
  "synth_dominant_cell_count": "dfxtp_1",
  "antenna_found_initial": 0,
  "synth_seq_share_pct": 35.9,
  "ys_cells": 29,
  "crit_fanout": 2,
  "cts_setup_buffers": 0,
  "synthArstFlopShare_pct": 0,
  "criticalPathCategory": "input pin to register",
  "top_cell_area_share_pct": 35.9,
  "crit_path_top_delay_cell": "clkdlybuf4s50_1",
  "ys.flops": 5,
  "clock_sink_count": 5,
  "fin_setup_tns_ns": 0,
  "crit_buf_inv": 2,
  "intPower_uw": 244,
  "fp.dieW_um": 80,
  "clk_path_buf_depth": 2,
  "crit_required_ns": 2.07,
  "place.gp.congestion": 0.685,
  "setup_viol": 0,
  "track_usage_pct": 2.11,
  "swShare_pct": 20.4,
  "slew_violations": 0,
  "p_per_area_nw_per_um2": 622,
  "wl_per_cell_um": 7.32,
  "crit_arrival_ns": 1.81,
  "die_y_um": 80,
  "top_cells_by_area": "dfxtp_1, ha_1, nor2b_1, fa_1, buf_4",
  "p_leak_nw": 0.202,
  "drc_errors": 0,
  "drive_above_1_share_pct": 8.70,
  "warning_count": 26,
  "p_switching_uw": 62.5,
  "hp-class": "input pin to register",
  "crit_cells": 7
}
==> layout by cell type (no fill, tap or decap), drive strengths merged <==
cell / instances
clkdlybuf4s50: 14
dfxtp: 5
inv: 4
nor2b: 4
ha: 4
clkbuf: 4
nor2: 2
conb: 2
a21oi: 2
nor3: 1
a21o: 1
mux2: 1
o21ai: 1
fa: 1
==> worst paths after layout <==
path  start               to  slack, ns
min   reset  c[1]$_SDFF_PP0_       0.80
max    a[0]  c[4]$_SDFF_PP0_       0.25
==> power groups by stage <==
| stage | Sequential [mW] | Combinational (mW) | Clock, mW |
|---|---|---|---|
| 6_report | 0.118 | 0.0705 | 0.118 |
| 5_1_grt | 0.119 | 0.0811 | 0.139 |
| 4_1_cts | 0.118 | 0.0731 | 0.125 |
==> final cells by class <==
| type | count | area [µm²] |
|---|---|---|
| Clock buffer | 4 | 26.3 |
| Multi-Input combinational cell | 19 | 153 |
| Inverter | 4 | 15.0 |
| Fill cell | 391 | 2920 |
| Timing Repair Buffer | 14 | 140 |
| Tap cell | 46 | 57.6 |
| Sequential cell | 5 | 100 |
==> cell families (layout without fill, tap and decap cells) <==
group / Yosys count / in the layout / synth area share [%]
AND-OR/OR-AND: 4 / 4 / 9.42
adder cells (fa/ha/maj): 5 / 5 / 25.1
buffers and inverters: 6 / 22 / 10.8
flip-flops: 5 / 5 / 35.9
multiplexers: 1 / 1 / 4.04
other: 1 / 2 / 1.34
AND/OR/NAND/NOR: 7 / 7 / 13.5
==> routing by layer <==
metal  track usage (%)  share of wire (%)  vias up
met5                 0                  0        -
met4             0.704                  0        0
met3              1.25                 15        0
met2              3.77                 60        8
met1              1.94                 25      108
li1                  -                  -      122
==> per-stage QoR <==
stage                     std cells  worst slack (ns)  area, µm²  total power, mW  utilization [%]
final                            92             0.253        492            0.306             14.4
after global placement           88            0.0304        465            0.191             13.6
after detailed placement         88           0.00331        465            0.192             13.6
after floorplan                  30             0.539        283            0.148                -
after global routing             92             0.153        492            0.340             14.4
after CTS                        92             0.247        492            0.316             14.4
Power is estimated from default activity; no workload was simulated.
